## design/flow/config.mk

```make
export PLATFORM = sky130hd
export DESIGN_NAME = tcs34725_controller
export DESIGN_NICKNAME = tcs34725_controller
export VERILOG_FILES = /design/flow/design.v
export SDC_FILE = /design/flow/constraint.sdc
export NUM_CORES = 4
export LEC_CHECK = 1
export CORE_UTILIZATION = 50
```

## design/flow/constraint.sdc

```tcl
current_design tcs34725_controller

set clk_period 1.7
set clk_io_pct 0.2

create_clock -name clk0 -period $clk_period [get_ports {clk}]

set non_clock_inputs [all_inputs -no_clocks]
set_input_delay [expr $clk_period * $clk_io_pct] -clock clk0 $non_clock_inputs
set_output_delay [expr $clk_period * $clk_io_pct] -clock clk0 [all_outputs]
```

## design/flow/design.v

```verilog
module tcs34725_controller (
    input wire clk,
    input wire rst,
    output reg start_i2c,
    input wire done_i2c,
    input wire busy_i2c,
    output reg [6:0] dev_addr,
    output reg [7:0] reg_addr,
    input wire [15:0] data_in,
    output reg [15:0] red,
    output reg [15:0] green,
    output reg [15:0] blue,
    output reg ready
);
    reg [3:0] state;
    localparam IDLE       = 0,
               START_R    = 1,
               WAIT_R     = 2,
               START_G    = 3,
               WAIT_G     = 4,
               START_B    = 5,
               WAIT_B     = 6,
               DONE       = 7;
    localparam [6:0] SENSOR_ADDR = 7'h29;
    localparam [7:0] REG_RDATAL  = 8'h16;
    localparam [7:0] REG_GDATAL  = 8'h18;
    localparam [7:0] REG_BDATAL  = 8'h1A;
    always @(posedge clk or posedge rst) begin
        if (rst) begin
            state <= IDLE;
            start_i2c <= 0;
            dev_addr <= SENSOR_ADDR;
            reg_addr <= 0;
            red <= 0;
            green <= 0;
            blue <= 0;
            ready <= 0;
        end else begin
            case (state)
                IDLE: begin
                    start_i2c <= 1;
                    reg_addr <= REG_RDATAL;
                    state <= START_R;
                end
                START_R: begin
                    start_i2c <= 0;
                    state <= WAIT_R;
                end
                WAIT_R: begin
                    if (done_i2c) begin
                        red <= data_in;
                        start_i2c <= 1;
                        reg_addr <= REG_GDATAL;
                        state <= START_G;
                    end
                end
                START_G: begin
                    start_i2c <= 0;
                    state <= WAIT_G;
                end
                WAIT_G: begin
                    if (done_i2c) begin
                        green <= data_in;
                        start_i2c <= 1;
                        reg_addr <= REG_BDATAL;
                        state <= START_B;
                    end
                end
                START_B: begin
                    start_i2c <= 0;
                    state <= WAIT_B;
                end
                WAIT_B: begin
                    if (done_i2c) begin
                        blue <= data_in;
                        state <= DONE;
                    end
                end
                DONE: begin
                    ready <= 1;
                    state <= IDLE;  
                end
            endcase
        end
    end
endmodule
```

## design/flow/run.sh

```bash
#!/bin/bash
# OpenROAD 26Q1-2900-gdf79404cd8, Yosys 0.63+post, stock flow scripts
make -C /OpenROAD-flow-scripts/flow DESIGN_CONFIG=/design/flow/config.mk WORK_HOME=/design/flow/orfs finish
```

==> impl_metrics.toml <==
# yosys + openroad results
[min_path]
hold_class = "register to register"

[cts]
root_buffer = "clkbuf_8"
cts_sinks = 62
ctsHtreeMaxLevel = 3
cts_resized = 0
post-cts-setup-buffers = 0
clk_latency_ps = 330
numCtsBuffers = 9
clk_pin_slew_ps = 60
clock_path_buffers = 2
cts_tree = "built"
cts_hold_buf = 0

[critical_path]
crit_arrival_ps = 1180
max_stage_delay_ps = 500
worstSetupPathType = "register to output pin"
cp_max_fo = 2
critPathRequiredTime_ps = 1360
worst_setup_path_end_kind = "output pin"
cpMaxStageDelayCell = "clkdlybuf4s50_1"
critPathTopFamily = "buffers and inverters"
path_buffers = 1
cp-start-kind = "register"
crit_chain = "clkdlybuf4s50_1"

[synth]
ys_types = 21
syn_area_um2 = 2460
synthCells = 155
numSynthFlops = 62
synth.top_cell.area_share_pct = 62.1
yosys_area_um2 = 2460
synth_stat.cells = 155
avgSynthCellArea_um2 = 15.9
ys_warn_count = 1
synthTopCellsByArea = "dfrtp_1 (62%), mux2_2 (14%), mux2_4 (10%)"
ys_seq_share_pct = 63.1
yosysTopAreaCell = "dfrtp_1"

[final_timing]
finalClockPeriodUsage_pct = 89.5
worst_slack_ps = 178
fin_crit_ps = 1520
hold_viol = 0
setup_viol = 0
rsz0062_at_grt = "false"
holdWs_ps = 368
max_freq_mhz = 657
slew_viol_final = 0
fin_worst_skew_ps = 8.00

[place]
pre_cts_ws_ps = -19.9
io_buffers = 72
place.gp.congestion = 0.784
post-dp-hpwl_um = 2980

[flow_run]
warnings = 27
cap_violations = 0

[layout]
syn_to_final_growth_pct = 37.1
fillers = 307
drive_above_1_share_pct = 28.7

[drt]
vias = 1462
wl_per_cell_um = 14.4
dr.pass1.iters = 4
diodes = 0
drt-total-wl_um = 4420
via_per_inst = 4.76
drc_errors = 0
drt_iter0_markers = 39
ant_nets = 0

[global_route]
grtUsageMet3_pct = 5.35
met2_usage_pct = 28.0
grt_max_degree = 45
grt_overflow = 0
grt_pass1_wl_um = 7190
top_usage_layer = "met1"
grtUsageMet1_pct = 29.9
grt_pass1_vias = 1491
antenna_found_initial = 0
grt_use_total_pct = 18.8

[floorplan]
pin_count = 85
die_y_um = 72.1
std_cell_rows = 25
coreArea_um2 = 4720
die_w_um = 72.1
floorplanUtilization_pct = 52.1
die_area_um2 = 5200

[outcome]
outcome = "finished, final reports clean"

[power]
power_density_nw_per_um2 = 784
ir_worst_vdd_v = 0.000539
p_leak_nw = 1.74
-- cell usage after synthesis --
master and count:
or2_2 1, nand2_1 3, inv_1 8, mux2_2 31, o221ai_1 1, nor2_1 1
nand2_4 3, a21o_1 3, nor4_1 1, a21oi_1 1, buf_6 4, mux2_4 17
dfstp_2 1, buf_4 11, conb_1 2, o32a_1 1, a22oi_1 1, nor3_1 2
nand3b_1 1, dfrtp_1 61, o21ai_0 1
-- cell type report --
cell class	count	area, um2	share of cell area (%)
Tap cell	67	83.8	2.49
Multi-Input combinational cell	79	783	23.2
Clock inverter	2	10.0	0.297
Clock buffer	14	153	4.53
Timing Repair Buffer	75	756	22.4
Sequential cell	62	1550	46.0
Inverter	8	33.8	1.00
-- metrics by stage --
step                      utilization [%]  cell area, um2  TNS, ps  cells  power, W
after global placement               67.9            3210    -78.0    291   0.00160
after global routing                 71.4            3370        0    307   0.00275
after floorplan                         -            2500        0    164   0.00155
after CTS                            71.4            3370        0    307   0.00267
after detailed placement             67.9            3210     -136    291   0.00161
final                                71.4            3370        0    307   0.00264
-- routing by layer --
metal	vias up	share of wire [%]
met5	-	0
met4	0	2.3
met3	9	6.9
met2	57	46
met1	728	45
li1	668	-
-- registers in the layout, indices dropped and copies added, names as in the netlist --
signal / cells
blue: 16
green: 16
ready: 1
red: 16
reg_addr: 4
start_i2c: 1
state: 8
-- where the power goes --
part / leakage (nW) / internal (W) / switching [W] / total, W
registers: 0.840 / 0.00148 / 0.000000929 / 0.00148
logic: 0.815 / 0.0000495 / 0.0000502 / 0.0000997
clock network: 0.0844 / 0.000566 / 0.000499 / 0.00107
-- layout by cell type, fill, tap and decap left out --
cell,n
dfrtp_1,61
mux2_2,31
a21oi_1,1
a22oi_1,1
nand3b_1,1
clkbuf_8,10
o32a_1,1
mux2_4,17
nor2_1,1
buf_12,1
o21ai_0,1
nor3_1,2
conb_1,11
a21o_1,3
nand2_1,3
nor4_1,1
buf_4,2
o221ai_1,1
clkbuf_1,4
clkinv_2,2
or2_2,1
clkinvlp_4,1
dfstp_2,1
clkdlybuf4s50_1,72
inv_1,7
nand2_4,3
-- kinds of logic (layout without fill, tap and decap cells) --
group                  after synthesis  count (layout)  synth area share (%)
other                                2              11                 0.305
and+or+nand+nor                     12              12                  3.20
muxes                               48              48                  24.6
DFF                                 62              62                  63.1
AOI/OAI and AO/OA                    8               8                  2.39
buffers and inverters               23              99                  6.41
-- worst paths after layout --
check | from | end | slack (ps) | cells after the start
worst max register to register | state[1] | green[10] | 430 | 2
max in group asynchronous | rst | state[0] | 1000 | 3
min in group asynchronous | rst | blue[4] | 430 | 3
worst min register to register | state[7] | state[0] | 370 | 0
worst max-delay path | red[4] | red[4] | 180 | 1
worst min-delay path | state[7] | state[0] | 370 | 0
No activity file was given, so power comes from the tool's default toggle rates.
