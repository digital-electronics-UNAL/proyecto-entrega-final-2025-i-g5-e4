==> flow/design.v <==
module i2c_refactor (
    input clk,            
    input rst,            
    input start,          
    input rw,             
    output reg [7:0] data_out, 
    output reg done,           
    inout sda,            
    output scl            
);
parameter CLK_DIV = 250;  
localparam IDLE            = 4'd0;
localparam START           = 4'd1;
localparam SEND_ADDR_WR    = 4'd2;
localparam WAIT_ACK_WR     = 4'd3;
localparam SEND_REG_ADDR   = 4'd4;
localparam WAIT_ACK_REG    = 4'd5;
localparam RESTART         = 4'd6;
localparam SEND_ADDR_RD    = 4'd7;
localparam WAIT_ACK_RD     = 4'd8;
localparam READ_BYTE       = 4'd9;
localparam SEND_NACK       = 4'd10;  
localparam STOP            = 4'd11;
localparam DONE            = 4'd12;
reg [3:0] state, next_state;
reg [7:0] shift_reg;
reg [2:0] bit_cnt;
reg [15:0] clk_cnt;
reg scl_reg, sda_out, sda_out_en;
wire scl_tick;
assign scl = (state == SEND_ADDR_WR || state == WAIT_ACK_WR)? scl_reg : 1'b1;
assign sda = sda_out_en ? sda_out : 1'bz;
wire [7:0] addr_wr = {8'h29, 1'b0};  
wire [7:0] addr_rd = {8'h29};  
initial begin
    state <= IDLE;
    data_out <= 'd0;
    scl_reg <= 'd0;
    sda_out <= 'd0;
    sda_out_en <= 'd0;
    clk_cnt <= 'd0;
    bit_cnt <= 'd0;
    shift_reg <= 'd0;
end
always @(posedge clk) begin
    if (!rst) begin
        clk_cnt <= 0;
        scl_reg <= 1;
    end else begin
        if (clk_cnt == (CLK_DIV - 1)*2) begin
            clk_cnt <= 0;
            scl_reg <= ~scl_reg;
        end else begin
            clk_cnt <= clk_cnt + 1;
        end
    end
end
assign scl_tick = (clk_cnt == (CLK_DIV - 1)*2 && scl_reg);
always @(posedge clk) begin
    if (!rst)
        state <= IDLE;
    else if (scl_tick) begin
        state <= next_state;
    end
end
always @(*) begin
    case (state)
        IDLE: next_state <= (start)? START : IDLE;
        START: next_state <= SEND_ADDR_WR;
        SEND_ADDR_WR: next_state <=  (bit_cnt==3'd0)? WAIT_ACK_WR : SEND_ADDR_WR;
        WAIT_ACK_WR: next_state <=  (sda == 0)? SEND_REG_ADDR : STOP;
        SEND_REG_ADDR: next_state <= (bit_cnt == 0)? WAIT_ACK_REG : SEND_REG_ADDR;
        WAIT_ACK_REG:  next_state = (sda == 0) ? RESTART : STOP;
        RESTART: next_state = SEND_ADDR_RD;
        SEND_ADDR_RD:  next_state = (bit_cnt == 0) ? WAIT_ACK_RD : SEND_ADDR_RD;
        WAIT_ACK_RD:   next_state = (sda == 0) ? READ_BYTE : STOP;
        READ_BYTE:     next_state = (bit_cnt == 0) ? SEND_NACK : READ_BYTE;
        SEND_NACK:     next_state = STOP;
        STOP:          next_state = DONE;
        DONE:    next_state = IDLE;
        default:       next_state = IDLE;
    endcase
end
always @(posedge clk) begin
    if (!rst) begin
        sda_out <= 1;
        sda_out_en <= 1;
        done <= 0;
        bit_cnt <= 3'd7;
    end else if(scl_tick) begin
        case (state)
            IDLE: begin
                done <= 0;
                sda_out_en <= 1;
                sda_out <= 1;
            end
            START: begin
                sda_out_en <= 1;
                sda_out <= 0;  
                shift_reg <= addr_wr;
                bit_cnt <= 3'd7;
            end
            SEND_ADDR_WR: begin
                sda_out_en <= 1;
                sda_out <= shift_reg[bit_cnt];
                if (bit_cnt > 3'd0)
                    bit_cnt <= bit_cnt - 1;
            end
            WAIT_ACK_WR: begin
                sda_out_en <= 0;  
            end
            RESTART: begin
                sda_out_en <= 1;
                sda_out <= 1;
                sda_out <= 0;  
                shift_reg <= addr_rd;
                bit_cnt <= 3'd7;
            end
            READ_BYTE: begin
                sda_out_en <= 0;  
                shift_reg[bit_cnt] <= sda;
                if (bit_cnt > 0)
                    bit_cnt <= bit_cnt - 1;
                else
                    data_out <= shift_reg;
            end
            SEND_NACK: begin
                sda_out_en <= 1;
                sda_out <= 1;  
            end
            STOP: begin
                sda_out_en <= 1;
                sda_out <= 0;
            end
            DONE: begin
                sda_out <= 1;  
                done <= 1;
            end
        endcase
    end
end
endmodule
==> flow/run.sh <==
#!/bin/bash
# OpenROAD 26Q1-2900-gdf79404cd8, Yosys 0.63+post, stock flow scripts
make -C /OpenROAD-flow-scripts/flow DESIGN_CONFIG=/design/flow/config.mk WORK_HOME=/design/flow/orfs finish
==> flow/config.mk <==
export PLATFORM = sky130hd
export DESIGN_NAME = i2c_refactor
export DESIGN_NICKNAME = i2c_refactor
export VERILOG_FILES = /design/flow/design.v
export SDC_FILE = /design/flow/constraint.sdc
export NUM_CORES = 4
export LEC_CHECK = 1
export CORE_UTILIZATION = 30
==> flow/constraint.sdc <==
current_design i2c_refactor

set clk_period 4.1
set clk_io_pct 0.2

create_clock -name clk0 -period $clk_period [get_ports {clk}]

set non_clock_inputs [all_inputs -no_clocks]
set_input_delay [expr $clk_period * $clk_io_pct] -clock clk0 $non_clock_inputs
set_output_delay [expr $clk_period * $clk_io_pct] -clock clk0 [all_outputs]
==> results.py <==
# Auto-generated metrics
metrics = {
    "synthesis": {
        "ys.warnings.count": 2,
        "synth-edff-count": 16,
        "synth_chip_area_sq_um": 2280,
        "syn_inst": 249,
        "avgSynthCellArea_sq_um": 9.14,
        "synth_area_sq_um": 2280,
        "synth_stat.cells": 249,
        "synth-seq-cells": 42,
        "ys_seq_share_pct": 44.0,
        "synth-async-reset-ratio_pct": 0,
        "synth_cell_types": 52,
        "ff_type": "dfxtp_1",
    },
    "placement": {
        "place_area_sq_um": 2460,
        "hpwlAfterDp_mm": 2.96,
        "dp.cells": 346,
        "io_buffers": 12,
        "place.gp.congestion": 0.860,
    },
    "clocking": {
        "cts_setup_buffers": 0,
        "cts_root_buffer": "clkbuf_8",
        "clock_path_buffers": 2,
        "ctsResizeCount": 0,
        "cts.sinks": 42,
        "htreeDepth": 2,
        "cts_inserted_buffers": 5,
        "cts_hold_buf": 0,
    },
    "floorplan": {
        "rows": 31,
        "fp_util_pct": 31.2,
        "die-height_microns": 89.1,
        "io_pins": 15,
        "die_width_microns": 89.1,
    },
    "outcome": {
        "haltStage": "4_1_cts",
        "status": "stopped before the end",
        "error": "[error] [KeplerFormal.cpp:679] Workflow failed: Iso has multiple drivers: .sda0, sda$_SDFFE_PN1P_.Q0",
    },
}
[per-stage QoR]
| stage | util (%) | power (uW) | worst slack, ns |
|---|---|---|---|
| 2_1_floorplan | - | 456 | 1.91 |
| 3_3_place_gp | 33.7 | 461 | 1.18 |
| 3_5_place_dp | 33.7 | 461 | 1.18 |
[Yosys cell counts (all sizes together), types with 6 or more instances]
cell | count | area (sq um)
inv | 10 | 37.5
edfxtp | 16 | 480
nand3 | 17 | 85.1
mux2i | 6 | 60.1
and3 | 6 | 37.5
buf | 10 | 51.3
xor2 | 10 | 87.6
a21oi | 15 | 75.1
dfxtp | 26 | 521
nor2 | 26 | 97.6
ha | 6 | 75.1
o21ai | 7 | 35.0
o22ai | 6 | 43.8
nand2 | 18 | 67.6
clkbuf | 6 | 23.8
[cell families after synthesis]
logic type / count (synthesis) / share of synthesized area [%]
fa+ha+maj: 6 / 3.30
simple gates: 102 / 24.0
compound gates: 52 / 15.3
flops: 42 / 44.0
buf+inv: 26 / 4.95
mux: 6 / 2.64
xor+xnor: 15 / 5.77
No activity file was given, so power comes from the tool's default toggle rates.
